===== /design/flow/design.v =====
module PATTERN_DETECT #(parameter mask_input = 48'b0, pattern_input = 48'b0)
  (
  input signed [47:0]      P,
  input signed [47:0]      C,
  input             SEL_PATTERN,SEL_MASK,
  output wire       PATTERN_DETECT,  
  output wire       PATTERNB_DETECT  
  );
wire [47:0] PATTERN;
wire [47:0] MASK;
assign PATTERN_DETECT = &(P == PATTERN || MASK);
assign PATTERNB_DETECT= &((P == ~PATTERN)||MASK);
assign PATTERN = (SEL_PATTERN)? pattern_input: C ;  
assign MASK = (SEL_MASK)? mask_input: C;  
endmodule

===== /design/flow/run.sh =====
#!/bin/bash
# OpenROAD 26Q1-2900-gdf79404cd8, Yosys 0.63+post, stock flow scripts
make -C /OpenROAD-flow-scripts/flow DESIGN_CONFIG=/design/flow/config.mk WORK_HOME=/design/flow/orfs finish

===== /design/flow/config.mk =====
export PLATFORM = sky130hd
export DESIGN_NAME = PATTERN_DETECT
export DESIGN_NICKNAME = PATTERN_DETECT
export VERILOG_FILES = /design/flow/design.v
export SDC_FILE = /design/flow/constraint.sdc
export NUM_CORES = 4
export LEC_CHECK = 1
export CORE_AREA = 10 10 89 89
export DIE_AREA = 0 0 99 99

===== /design/flow/constraint.sdc =====
current_design PATTERN_DETECT

set clk_period 3.6
set clk_io_pct 0.2

create_clock -name clk0 -period $clk_period

set non_clock_inputs [all_inputs -no_clocks]
set_input_delay [expr $clk_period * $clk_io_pct] -clock clk0 $non_clock_inputs
set_output_delay [expr $clk_period * $clk_io_pct] -clock clk0 [all_outputs]

==> run summary <==
Run status = completed
Overall overflow remaining after global route = 0
Fmax achieved = 289 MHz
Pin count of the biggest net entering global routing = 18
Design area = 3920 um^2
Pre-placement core utilization = 33.8%
Least-Margin Pin Slew = 0.409 ns
Cell Rows = 28
Setup TNS = 0 ns
Finish-stage setup viols = 0
Clock tree buffer count of the final layout = 0
Synth Cell Area = 2020 um^2
Reported leakage power = 1.65 nW
Commonest cells in the netlist = sky130_fd_sc_hd__nor2_1, sky130_fd_sc_hd__nor4bb_1, sky130_fd_sc_hd__a31oi_1, sky130_fd_sc_hd__o32ai_1, sky130_fd_sc_hd__xnor2_1
Layout cell share with drive strength beyond 1 = 24.4%
Worst min-delay path class = in2out
Syn. warnings = 0
Yosys top cell by instances = sky130_fd_sc_hd__nor2_1
Count of max-cap constraint violations = 0
Filler instances = 497
Average footprint of a synthesized cell = 6.90 um^2
Remaining number of nets flagged by the antenna check after routing = 0
Post-Route WL = 7.93 mm
Non-Filler Instances = 521
Top fanout value on the critical path = 4
Startpoint-to-endpoint class of the critical path = in2out
Number of cells on the worst hold path = 6
All-layer global routing usage = 14.5%
Total power divided by cell area = 103 nW/um^2
CTS Hold Buffers Added = 0
Number of standard cells after synthesis = 293
Placed Instance Area = 3550 um^2
Total half-perimeter wirelength after legalization and detailed placement = 6.68 mm
1st-pass router iterations = 4
Worst endpoint required time = 2.88 ns
Post-Route Hold Slack = 2.15 ns
DRC = 0
Area taken by flip-flops and latches = 0 um^2
Vias per std cell = 5.63
Antenna diode instance count = 0
Share of the cycle needed by the critical path after routing = 96.0%
Kind of end point of the critical path = primary output
Number of distinct library cell variants in the gate-level netlist after synthesis = 31
Layout sequential cell count = 0
Arrival time worst endpoint = 2.74 ns
Core box area = 5990 um^2
Total die size = 9800 um^2
Register share after synthesis = 0%
Biggest area consumer among synthesized cells = sky130_fd_sc_hd__nor4bb_1
Warning total across the stage logs = 32
DR iter-0 viols = 74
Min cycle time layout = 3.46 ns
Mean routed wirelength per cell = 15.2 um
Number of pins with negative max-slew slack in the final report = 0
Area share, top type = 16.3%
Final hold vios = 0
Vias in the first global route = 2735
Cell types with the largest area share after synthesis = sky130_fd_sc_hd__nor4bb_1, sky130_fd_sc_hd__o32ai_1, sky130_fd_sc_hd__xnor2_1
Number of port buffers = 100
Cell total in the yosys stat output = 293
Placed Cells incl. Taps = 520
# IOs = 100
Area delta synth->final = 93.8%
DR vias = 2931
Slew headroom = 72.7%
Die width = 99 um
Yosys chip area = 2020 um^2
Critical path launch point type = input pin
Final weighted congestion in routability-driven placement = 0.846
Height of the die = 99 um
Maximum vdd drop = 0.0000601 V
First-pass GRT wire length = 12.5 mm
Initial antenna violation count = 0
-- routing by layer --
layer	part of all wire [%]	up-vias	wire, um	global-route usage (%)
li1	-	1542	-	-
met1	48	1329	3830	20.0
met2	46	60	3630	24.1
met3	5.8	0	463	2.96
met4	0	0	0	0
met5	0	-	0	0
-- layout by cell type (no fill, tap or decap), types with 15 or more instances in the layout --
cell type                          n
sky130_fd_sc_hd__dlymetal6s2s_1   38
sky130_fd_sc_hd__clkdlybuf4s50_1  54
sky130_fd_sc_hd__o32ai_1          20
sky130_fd_sc_hd__nor2_1           36
sky130_fd_sc_hd__o21ai_0          21
sky130_fd_sc_hd__a31oi_1          24
sky130_fd_sc_hd__nand4_1          15
sky130_fd_sc_hd__xnor2_1          20
sky130_fd_sc_hd__nor4bb_1         16
sky130_fd_sc_hd__nand2_1          17
sky130_fd_sc_hd__buf_4            59
-- cell families (layout without fill, tap and decap cells) --
| family | count (synthesis) | in the layout | synth area share, % |
|---|---|---|---|
| xor+xnor | 24 | 24 | 10.4 |
| simple gates | 159 | 159 | 52.0 |
| compound gates | 101 | 101 | 35.8 |
| buf+inv | 9 | 162 | 1.79 |
-- metrics by stage --
step	utilization [%]	setup slack [ns]	total power, mW
finish	65.4	0.145	0.404
global route	65.4	-0.0195	0.440
CTS	60.3	0.000421	0.386
detailed placement	59.3	-0.192	0.382
global placement	59.3	-0.196	0.377
floorplan	-	0.995	0.146
-- power breakdown --
part	switching, mW	internal (mW)
clock network	0	0
registers	0	0
logic	0.170	0.234
-- worst paths after layout --
path / end / start / slack, ns
worst max-delay path: PATTERNB_DETECT / C[12] / 0.14
worst min-delay path: PATTERN_DETECT / P[44] / 2.15
-- area by class of cell --
| type | instances | area [um^2] | share of cell area [%] |
|---|---|---|---|
| tap | 75 | 93.8 | 2.40 |
| multi-input combinational | 284 | 2250 | 57.6 |
| timing repair buffer | 161 | 1570 | 40.0 |
| inverter | 1 | 3.75 | 0.0958 |
-- critical path, cell delays in order --
cell and delay, ns:
sky130_fd_sc_hd__clkdlybuf4s50_1 0.47, sky130_fd_sc_hd__nor2_2 0.18, sky130_fd_sc_hd__buf_4 0.12, sky130_fd_sc_hd__nand4_1 0.09, sky130_fd_sc_hd__or4_4 0.50, sky130_fd_sc_hd__nor3_4 0.20, sky130_fd_sc_hd__buf_4 0.14, sky130_fd_sc_hd__o32ai_2 0.07
sky130_fd_sc_hd__dlygate4sd2_1 0.24
-- what timing repair did --
item                                    in CTS  in global routing
buffers inserted                             0                  1
endpoints found under the setup margin       2                  1
gates resized                               20                 74
pin swaps                                   12                 21
Power figures rest on the tool's default switching activity, not on a simulated workload.
