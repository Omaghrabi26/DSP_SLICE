## flow/config.mk

```make
export PLATFORM = sky130hd
export DESIGN_NAME = ALU_BLOCK
export DESIGN_NICKNAME = ALU_BLOCK
export VERILOG_FILES = /design/flow/design.v
export SDC_FILE = /design/flow/constraint.sdc
export NUM_CORES = 4
export LEC_CHECK = 1
export CORE_UTILIZATION = 30
```

## flow/constraint.sdc

```tcl
current_design ALU_BLOCK

set clk_period 35.4
set clk_io_pct 0.2

create_clock -name clk0 -period $clk_period

set non_clock_inputs [all_inputs -no_clocks]
set_input_delay [expr $clk_period * $clk_io_pct] -clock clk0 $non_clock_inputs
set_output_delay [expr $clk_period * $clk_io_pct] -clock clk0 [all_outputs]
```

## flow/design.v

```verilog
module ALU_BLOCK (
	input  wire signed [47:0]     X,
	input  wire signed [47:0]     Y,
	input  wire signed [47:0]     Z,
	input  wire            CARRYIN,
	input  wire [3:0]      ALUMODE_SEL,
	input  wire [3:0]      OPMODE,            
	input  wire            MULTSIGNIN,
     output wire            MULTSIGOUT,
	output reg [47:0]       P_OUT,
	output wire             CARRYCASCOUT,
  output wire              CARRYOUT 
     );
assign MULTSIGOUT = (OPMODE==4'b0101)? P_OUT[47]:1'bx;
reg  [3:0]      CARRY_OUT;
assign CARRYOUT =     CARRY_OUT[3];
assign CARRYCASCOUT = CARRY_OUT[3];
always@(*)
begin
      CARRY_OUT=0;
      P_OUT=0;
	case(ALUMODE_SEL)
     4'b0000: begin
                    {CARRY_OUT,P_OUT}=  (Z+X+Y+CARRYIN);
               end     
     4'b0011: begin
                    {CARRY_OUT,P_OUT}=  (Z-(X+Y+CARRYIN));
               end     
     4'b0001: begin 
                    {CARRY_OUT,P_OUT}= ~(Z)+(X+Y+CARRYIN);
               end     
     4'b0010: begin
                    {CARRY_OUT,P_OUT}= ~(Z+X+Y+CARRYIN);
               end     
     4'b0100:begin
     	      if      (OPMODE[3:2]==2'b00)     P_OUT=   X^Z; 
                else if (OPMODE[3:2]==2'b10)     P_OUT= ~(X^Z);
                else                        P_OUT='D0;
             end 
     4'b0101:begin
     	      if      (OPMODE[3:2]==2'b00)     P_OUT= ~(X^Z);
                else if (OPMODE[3:2]==2'b10)     P_OUT=   X^Z; 
                else                        P_OUT='D0;
             end  
     4'b0110:begin
     	      if      (OPMODE[3:2]==2'b00)     P_OUT= ~(X^Z);
                else if (OPMODE[3:2]==2'b10)     P_OUT=   X^Z; 
                else                        P_OUT='D0;
             end  
     4'b0111:begin
     	      if      (OPMODE[3:2]==2'b00)     P_OUT=   X^Z; 
                else if (OPMODE[3:2]==2'b10)     P_OUT= ~(X^Z);
                else                        P_OUT='D0;
             end 
     4'b1100:begin
     	      if      (OPMODE[3:2]==2'b00)     P_OUT=   X&Z;
                else if (OPMODE[3:2]==2'b10)     P_OUT=   X|Z;
                else                        P_OUT='D0;
             end  
     4'b1101:begin
     	      if      (OPMODE[3:2]==2'b00)     P_OUT=   X& ~(Z);
                else if (OPMODE[3:2]==2'b10)     P_OUT=   X| ~(Z);
                else                        P_OUT='D0;
             end  
     4'b1110:begin
     	      if      (OPMODE[3:2]==2'b00)     P_OUT=  ~ (X&Z);
                else if (OPMODE[3:2]==2'b10)     P_OUT=  ~ (X|Z);
                else                             P_OUT='D0;
             end  
     4'b1111:begin
     	      if      (OPMODE[3:2]==2'b00)     P_OUT=  ~ (X)|Z;
                else if (OPMODE[3:2]==2'b10)     P_OUT=  ~ (X)&Z;
                else                        P_OUT='D0;
             end 
     default:begin
             CARRY_OUT=0;
             P_OUT=0;
             end
	endcase
end
endmodule
```

## flow/run.sh

```bash
#!/bin/bash
# OpenROAD 26Q1-2900-gdf79404cd8, Yosys 0.63+post, stock flow scripts
make -C /OpenROAD-flow-scripts/flow DESIGN_CONFIG=/design/flow/config.mk WORK_HOME=/design/flow/orfs finish
```

==> impl_results.html <==
<h3>Run summary</h3>
<table>
<tr><th>Metric</th><th>Value</th></tr>
<tr><th colspan="2">Layout</th></tr>
<tr><td>Flop area</td><td>0 sq um</td></tr>
<tr><td>Area overhead of the layout relative to synthesis</td><td>14.3%</td></tr>
<tr><td>Share of layout cells above drive strength 1</td><td>0.0323</td></tr>
<tr><td>Tally of clock buffers in the finished layout</td><td>0</td></tr>
<tr><td>Num sequential</td><td>0</td></tr>
<tr><td>Post-route core utilization</td><td>0.347</td></tr>
<tr><th colspan="2">Logic synthesis</th></tr>
<tr><td>Avg Inst Size Synth</td><td>6.84 sq um</td></tr>
<tr><td>Total cells reported by yosys after synthesis</td><td>2870</td></tr>
<tr><td>Post-synthesis instance area</td><td>approximately 20000 sq um</td></tr>
<tr><td>Ys Warns</td><td>1</td></tr>
<tr><td>Number of different library cells in the post-synthesis netlist</td><td>85</td></tr>
<tr><td>Summed standard-cell area reported by yosys</td><td>19600 sq um</td></tr>
<tr><td>Sequential area share after synthesis</td><td>0</td></tr>
<tr><td>Post-Syn Instances</td><td>2870</td></tr>
<tr><th colspan="2">Clocking</th></tr>
<tr><td>Post CTS Setup Buffer Count</td><td>0</td></tr>
<tr><td>Total of cells resized after clock tree synthesis</td><td>0</td></tr>
<tr><td>Hold buffer count at CTS</td><td>0</td></tr>
<tr><th colspan="2">Setup path</th></tr>
<tr><td>Slowest stage cell on the critical path</td><td>o31ai_1</td></tr>
<tr><td>Setup Crit Path Kind</td><td>in2out</td></tr>
<tr><td>Most used cell along the critical path</td><td>a21oi_1</td></tr>
<tr><td>Required @ worst endpoint</td><td>28320 ps</td></tr>
<tr><td>Crit path capture type</td><td>output port</td></tr>
<tr><td>Peak fanout along the critical path</td><td>10</td></tr>
<tr><td>Type of element launching the critical path</td><td>input pin</td></tr>
<tr><td>Critical path's largest stage delay</td><td>690 ps</td></tr>
<tr><td>Worst path arrival time</td><td>between 10000 and 15000 ps</td></tr>
<tr><th colspan="2">Drt</th></tr>
<tr><td>Post-detailed-routing wire length</td><td>86200 um</td></tr>
<tr><td>Via count of the routed design</td><td>around 22000</td></tr>
<tr><td>Routed wire per std cell</td><td>22.7 um</td></tr>
<tr><td>1st-pass router iterations</td><td>7</td></tr>
<tr><td>Total antenna diodes in the routed design</td><td>0</td></tr>
<tr><td>Vias per inst</td><td>5.78</td></tr>
<tr><td>Number of DRC markers in iteration 0</td><td>2180</td></tr>
<tr><td>Post-route ant nets</td><td>0</td></tr>
<tr><td>Number of remaining DRC errors</td><td>0</td></tr>
<tr><th colspan="2">STA</th></tr>
<tr><td>Total negative setup slack</td><td>0 ps</td></tr>
<tr><td>Pin slew with the least headroom to its limit</td><td>827 ps</td></tr>
<tr><td>Minimum setup slack in the final design</td><td>13930 ps</td></tr>
<tr><td>Fin crit share</td><td>0.606</td></tr>
<tr><td>Final Hold Vio Count</td><td>0</td></tr>
<tr><td>Top achievable clock speed</td><td>46.6 MHz</td></tr>
<tr><td>Total setup violations reported at the end of the flow</td><td>0</td></tr>
<tr><td>Fin. max-slew vios</td><td>0</td></tr>
<tr><td>Post-layout minimum cycle time</td><td>21470 ps</td></tr>
<tr><td>Hold Worst Slack</td><td>roughly 15000 ps</td></tr>
<tr><td>Worst slew slack as a fraction of its limit</td><td>0.444</td></tr>
<tr><td>Unrepaired setup endpoints after global routing</td><td>false</td></tr>
<tr><th colspan="2">Floorplanning</th></tr>
<tr><td>Floorplan die height</td><td>258 um</td></tr>
<tr><td>Core box area</td><td>64600 sq um</td></tr>
<tr><td>Number of rows in the core area</td><td>93</td></tr>
<tr><td>Overall chip area</td><td>approximately 66000 sq um</td></tr>
<tr><td>Floorplan utilization</td><td>0.304</td></tr>
<tr><td>Number of ports placed on the die boundary</td><td>205</td></tr>
<tr><td>Horizontal die dimension</td><td>roughly 260 um</td></tr>
<tr><th colspan="2">Place</th></tr>
<tr><td>GPL Wtd Cong</td><td>1.03</td></tr>
<tr><td>Post-place setup slack</td><td>about 14000 ps</td></tr>
<tr><td>Post-detail-place hpwl</td><td>between 60000 and 70000 um</td></tr>
<tr><td>Total of buffers placed on input and output ports</td><td>202</td></tr>
<tr><th colspan="2">Pwr</th></tr>
<tr><td>Total power divided by cell area</td><td>28.7 nW/um^2</td></tr>
<tr><td>Pleak</td><td>9.64 nW</td></tr>
<tr><td>Maximum vdd drop</td><td>0.0116 mV</td></tr>
<tr><th colspan="2">Flow run</th></tr>
<tr><td>Count of tool warnings</td><td>226</td></tr>
<tr><td>Max-capacitance violation count</td><td>0</td></tr>
<tr><th colspan="2">Global route</th></tr>
<tr><td>Initial antenna violation count</td><td>4</td></tr>
<tr><td>Number of global-route vias before repair</td><td>roughly 20000</td></tr>
<tr><td>Overall overflow remaining after global route</td><td>0</td></tr>
<tr><td>Global-route wire length before repair</td><td>between 100000 and 150000 um</td></tr>
<tr><td>Maximum number of pins on one net before global-route repair</td><td>62</td></tr>
<tr><td>GRT Util Overall</td><td>0.255</td></tr>
<tr><th colspan="2">Min path</th></tr>
<tr><td>Class of the worst hold path</td><td>in2out</td></tr>
<tr><th colspan="2">Status</th></tr>
<tr><td>Status</td><td>complete, no violations</td></tr>
</table>
## path summary, 6_finish.rpt
path	start	end	slack [ps]	depth (start not counted)
max	X[0]	P_OUT[45]	13930	25
min	ALUMODE_SEL[1]	CARRYCASCOUT	15120	3
## report_power, final
| group | switching [mW] | leakage, nW | total, mW | internal (mW) |
|---|---|---|---|---|
| registers | 0 | 0 | 0 | 0 |
| logic | 0.393 | 9.64 | 0.644 | 0.251 |
| clock network | 0 | 0 | 0 | 0 |
## synth_stat cells (8+ instances only)
| library cell | n | area, sq um |
|---|---|---|
| o21a_1 | 23 | 173 |
| xor2_1 | 62 | 543 |
| a221o_1 | 10 | 100 |
| nor2b_1 | 24 | 150 |
| a221oi_1 | 33 | 289 |
| nor3_1 | 51 | 255 |
| a21o_1 | 90 | 676 |
| o31ai_1 | 17 | 128 |
| buf_1 | 24 | 90.1 |
| or2_2 | 8 | 50.1 |
| and3_1 | 20 | 125 |
| o211ai_1 | 45 | 338 |
| nand2_1 | 218 | 818 |
| nor2_1 | 236 | 886 |
| a211o_1 | 9 | 78.8 |
| ha_1 | 381 | 4770 |
| a31oi_1 | 21 | 131 |
| o21ai_0 | 247 | 1240 |
| a222oi_1 | 12 | 120 |
| o22ai_1 | 31 | 194 |
| and2_1 | 12 | 75.1 |
| a21oi_1 | 392 | 1960 |
| a211oi_1 | 39 | 293 |
| nand3_1 | 50 | 250 |
| mux2i_1 | 14 | 140 |
| xnor2_1 | 149 | 1310 |
| fa_1 | 52 | 1040 |
| clkbuf_1 | 143 | 537 |
| inv_1 | 191 | 717 |
| nand4_1 | 44 | 275 |
| nand2b_1 | 18 | 113 |
| o21bai_1 | 33 | 248 |
| o221ai_1 | 28 | 245 |
## routing by layer
layer,track usage,part of all wire,vias to the layer above
li1,-,-,10500
met1,0.374,0.45,10200
met2,0.395,0.44,1033
met3,0.0314,0.078,133
met4,0.0646,0.029,4
met5,0,0.00032,-
## metrics by stage
step           instance area [sq um]  power, mW  cells
2_1_floorplan                  19600      0.420   2870
3_3_place_gp                   22400      0.632   3797
3_5_place_dp                   22400      0.629   3797
4_1_cts                        22400      0.634   3797
5_1_grt                        22400      0.698   3797
6_report                       22400      0.644   3797
## area by class of cell
cell class | instances | area (sq um)
Fill cell | 7015 | 42100
Multi-Input combinational cell | 2500 | 18300
Timing Repair Buffer | 251 | 2380
Tap cell | 855 | 1070
Inverter | 191 | 719
## cell families after synthesis
kind of cell / count (synthesis) / share of synthesized area
buf+inv: 370 / 0.0723
mux: 17 / 0.00943
xor+xnor: 211 / 0.0941
compound gates: 1121 / 0.362
fa+ha+maj: 433 / 0.296
simple gates: 718 / 0.167
## critical path: cells and delay by family
family / cells / cell delay (ps)
adder cells (fa/ha/maj): 3 / 1210
XOR/XNOR: 1 / 160
buffers and inverters: 3 / 1170
AND-OR/OR-AND: 14 / 4320
AND/OR/NAND/NOR: 4 / 430
## layout by cell type, fill, tap and decap left out, types with 47 or more instances in the layout
cell	n
buf_4	50
nand2_1	218
a21o_1	90
clkdlybuf4s50_1	199
xnor2_1	148
ha_1	381
o21ai_0	247
a21oi_1	392
inv_1	190
nand3_1	50
xor2_1	62
fa_1	52
nor2_1	233
nor3_1	47
Power and IR drop assume default switching activity.
