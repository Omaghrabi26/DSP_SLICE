### ./config.mk
export PLATFORM = sky130hd
export DESIGN_NAME = Z_MUX
export DESIGN_NICKNAME = Z_MUX
export VERILOG_FILES = /design/flow/design.v
export SDC_FILE = /design/flow/constraint.sdc
export NUM_CORES = 4
export LEC_CHECK = 1
export CORE_AREA = 10 10 103 103
export DIE_AREA = 0 0 113 113
### ./constraint.sdc
current_design Z_MUX

set clk_period 6.5
set clk_io_pct 0.2

create_clock -name clk0 -period $clk_period

set non_clock_inputs [all_inputs -no_clocks]
set_input_delay [expr $clk_period * $clk_io_pct] -clock clk0 $non_clock_inputs
set_output_delay [expr $clk_period * $clk_io_pct] -clock clk0 [all_outputs]
### ./design.v
module Z_MUX (
  input       signed  [47:0]    C,  
  input       signed  [47:0]    PCIN,
  input       signed  [47:0]    P,
  input               [6:0]     OP_MODE,  
  output reg  signed  [47:0]    Z_MUX_OUT
  );
always@(*)
  begin
    casex(OP_MODE)
    7'b000_xx_xx: Z_MUX_OUT='b0;
    7'b001_xx_xx: Z_MUX_OUT=PCIN;
    7'b010_xx_xx: Z_MUX_OUT=P;
    7'b011_xx_xx: Z_MUX_OUT=C;
    7'b100_10_00: Z_MUX_OUT=P;
    7'b101_xx_xx: Z_MUX_OUT=PCIN>>17;
    7'b110_xx_xx: Z_MUX_OUT=P>>17;
    default:      Z_MUX_OUT='b0;
      endcase
  end
endmodule
### ./run.sh
#!/bin/bash
# OpenROAD 26Q1-2900-gdf79404cd8, Yosys 0.63+post, stock flow scripts
make -C /OpenROAD-flow-scripts/flow DESIGN_CONFIG=/design/flow/config.mk WORK_HOME=/design/flow/orfs finish
==> reports/results.ini <==
[power]
power_density_nw_per_um2 = 66.7
p_int_uw = 167
sequentialPowerShare_pct = 0
vdd_drop_max_v = 0.0000285
comb_power_share_pct = 100.0
p_sw_uw = 85.9
p_leak_nw = 1.26
p_clk_share_pct = 0
netSwitchingFraction_pct = 34.0

[global_routing]
grt_pass1_wl_um = 16500
antenna_found_initial = 1
grtUsageMet2_pct = 27.1
grt-busiest-layer = met2
grt_max_degree = 63
grt_use_met3_pct = 4.54
track_usage_pct = 15.8
overflow = 0
use_met1_pct = 19.9
grt_pass1_vias = 2836

[setup_path]
crit_end = Z_MUX_OUT[42]
cp-start-kind = input pin
setup.worst_path.start = OP_MODE[6]
cp_max_fo = 33
path_class = in2out
endpoint_kind = primary output
worst-endpoint-required_ps = 5200
cp.arrival_ps = 3980

[sta]
finalSetupViolations = 0
rsz0062_at_grt = false
fmax_mhz = 190
fin_crit_ps = 5280
tns_ps = 0
timing.final.crit_share_pct = 81.2
drv_slew = 0
holdWs_ps = 3560
max_slew_margin_pct = 45.1
tightest_slew_ps = 823
finalHoldViolCount = 0

[yosys]
ys_seq_share_pct = 0
yosysUniqueCellTypes = 19
netlist_instances = 200
yosys_warnings = 1
syn_area_per_cell_um2 = 9.33
synth-cells-yosys = 200
ys_chip_area_um2 = 1870
netlist_area_um2 = 1870

[floorplan]
fp_util_pct = 22.5
rows = 33
die_area_um2 = 12800
die_h_um = 113
dieWidth_um = 113
design.core.area_um2 = 8300
pin_count = 199

[run]
drv_cap = 0
warnings = 32

[finish]
n_clock_buffer = 0
design.seq.count = 0
areaGrowthSynthToFinish_pct = 103
final_cell_mix = 197 x clkdlybuf4s50_1, 62 x a221oi_1, 38 x o2bb2ai_1
seq_area_um2 = 0
utilization_pct = 45.7
stdcell_area_um2 = 3790
drive_gt1_share_pct = 14.0
layout_top_cell = clkdlybuf4s50_1

[placement]
dp_hpwl_um = 8790
port_buffers = 199
dpl_cell_area_um2 = 3790
gp_congestion = 0.821

[clocking]
post_cts_buffers = 0
cts_resized = 0
postCtsHoldBufs = 0

[detailed_routing]
avgRoutedWirePerCell_um = 23.2
vias_per_cell = 5.51
finalWirelength_um = 11100
drc_errors = 0
drt_iter0_markers = 164
first_pass_iters = 4
antenna_left = 0
vias = 2635

[outcome]
outcome = completed

[hold_path]
hold_path.class = in2out

how the worst min path moves through the flow:
stage                to  startpoint  depth (start not counted)  slack (ps)
4_1_cts    Z_MUX_OUT[0]        P[0]                          3        3570
5_1_grt   Z_MUX_OUT[14]       P[14]                          3        3580
6_report  Z_MUX_OUT[43]       P[43]                          3        3560
routing by layer:
| metal | wire, um | part of all wire, % |
|---|---|---|
| met3 | 954 | 8.6 |
| met2 | 5560 | 50 |
| met4 | 80 | 0.72 |
| met5 | 0 | 0 |
| met1 | 4490 | 40 |
per-stage QoR:
| stage | setup slack, ps | std cells | power, mW |
|---|---|---|---|
| 2_1_floorplan | 3010 | 200 | 0.0881 |
| 3_3_place_gp | 1250 | 477 | 0.255 |
| 3_5_place_dp | 1210 | 477 | 0.255 |
| 4_1_cts | 1190 | 477 | 0.257 |
| 5_1_grt | 1060 | 478 | 0.274 |
| 6_report | 1220 | 478 | 0.253 |
kinds of logic (layout without fill, tap and decap cells):
family	after synthesis	count (layout)	synth area share, %
mux	48	48	27.8
compound gates	111	111	55.4
other cells	0	1	0
buf+inv	35	207	13.3
simple gates	6	6	3.42
final cells by class:
type                       count  area, um^2
tap                          105         131
inverter                       1        3.75
antenna                        1        2.50
multi-input combinational    165        1620
timing repair buffer         206        2030
fill                         799        4510
Yosys cell counts:
library cell  number  area, um^2
mux2_1             2        22.5
nor2b_2            1        8.76
buf_12             1        20.0
buf_6             11         124
buf_4              1        7.51
nor3b_1            1        7.51
o2bb2ai_2         10         150
a221oi_1          62         543
clkbuf_1           9        33.8
and2_1             1        6.26
nor2b_4            1        13.8
a22o_1             1        8.76
mux2_2            29         327
o2bb2ai_1         38         333
nor4b_4            1        23.8
nand2_1            1        3.75
inv_2              1        3.75
buf_2             12        60.1
mux2i_1           17         170
power groups by stage:
stage,registers [mW],clock network (mW),logic [mW]
finish,0,0.0000000206,0.253
CTS,0,0,0.257
global route,0,0.0000000206,0.274
critical path, cell delays in order:
cell and delay (ps):
clkdlybuf4s50_1 400, buf_4 250, inv_2 510, a22o_1 550, buf_4 300, o2bb2ai_1 140, clkdlybuf4s50_1 500
Power and IR drop assume default switching activity.
